### config.mk
export PLATFORM = sky130hd
export DESIGN_NAME = crc7
export DESIGN_NICKNAME = crc7
export VERILOG_FILES = /design/flow/design.v
export SDC_FILE = /design/flow/constraint.sdc
export NUM_CORES = 4
export LEC_CHECK = 1
export CORE_UTILIZATION = 50
### constraint.sdc
current_design crc7

set clk_period 3.1
set clk_io_pct 0.2

create_clock -name clk0 -period $clk_period [get_ports {clk_i}]

set non_clock_inputs [all_inputs -no_clocks]
set_input_delay [expr $clk_period * $clk_io_pct] -clock clk0 $non_clock_inputs
set_output_delay [expr $clk_period * $clk_io_pct] -clock clk0 [all_outputs]
### design.v
`timescale 1ns / 1ps
module crc7
(
    input clk_i,
    input rst_i,
    input en_i,
    input [39:0] data_i,
    output [6:0] crc_o,
    output crc_valid_o
);
localparam IDLE = 1'b0,
            COMP = 1'b1;
reg state_q;
reg [6:0] crc_q;
reg crc_valid_q;
reg [39:0] shreg_q;
reg [5:0] bit_cnt_q;
always @(posedge clk_i) begin
    if (rst_i) begin
        state_q <= IDLE;
        crc_q <= 0;
        shreg_q <= 0;
        bit_cnt_q <= 0;
        crc_valid_q <= 1'b0;
    end else begin
        case (state_q)
            IDLE: begin
                crc_valid_q <= 1'b0;
                if (en_i) begin
                    crc_q <= 0;
                    shreg_q <= data_i;
                    state_q <= COMP;
                end
            end
            COMP: begin
                bit_cnt_q <= bit_cnt_q + 1'b1;
                shreg_q <= {shreg_q[38:0], 1'b0};
                crc_q[0] <= shreg_q[39] ^ crc_q[6];
                crc_q[1] <= crc_q[0];
                crc_q[2] <= crc_q[1];
                crc_q[3] <= crc_q[2] ^ shreg_q[39] ^ crc_q[6];
                crc_q[4] <= crc_q[3];
                crc_q[5] <= crc_q[4];
                crc_q[6] <= crc_q[5];
                if (bit_cnt_q == 39) begin
                    bit_cnt_q <= 0;
                    crc_valid_q <= 1'b1;
                    state_q <= IDLE;
                end
            end
        endcase
    end
end
assign crc_o = crc_q;
assign crc_valid_o = crc_valid_q;
endmodule
### run.sh
#!/bin/bash
# OpenROAD 26Q1-2900-gdf79404cd8, Yosys 0.63+post, stock flow scripts
make -C /OpenROAD-flow-scripts/flow DESIGN_CONFIG=/design/flow/config.mk WORK_HOME=/design/flow/orfs finish
==> deck_impl_summary.md <==
Key Metrics from the Run

Detailed routing
  – Vias per Instance: ~5
  – 1st-iter DRT viols: approximately 54
  – Met3 wire length: approximately 240 um
  – Drt total wl: about 4200 um
  – Vias after detailed routing: roughly 1.8k
  – Met2 wire len: 1893 um
  – ANT nets after route: 0
  – Top sig layer: met4
  – M1 wire length: 2029 um
  – DRC: 0
  – Drt pass-1 iters: 4
  – Antenna Cells: 0
  – Drt wl/cell: approximately 12 um

Pwr
  – PwrDens: about 450 nW/um2
  – Leak Pwr: 0.001250 uW
  – VDD IR max: ~0.28 mV

Synthesis
  – Register bit total from synthesis: about 55
  – Cell count after synthesis: approximately 240
  – Post-synth seq share: between 40 and 50%
  – Syn_area_per_cell: about 10 um2
  – Synth warn: 1
  – Cell Type Count: 30
  – Cell Area, Synth: roughly 2500 um2
  – Yosys synthesis chip area: 2502 um2
  – Yosys cell count: between 200 and 250

Global routing
  – Largest net degree at the start of global routing: approximately 47
  – Vias in the first global route: between 1.5k and 2k
  – Initial antenna violation count: 0
  – GRT Util Overall: around 17%
  – GRT overflow: 0
  – First-pass GRT wire length: about 7100 um

Die
  – Die width: around 73 um
  – Die area: between 5000 and 6000 um2
  – FP Rows: 25
  – DIE HEIGHT: slightly above 70 um
  – Core ar.: ~4800 um2
  – IO Pins: approximately 51
  – Core Density at Floorplan: 52.63%

Final timing
  – Slew Viols, Final: 0
  – Final Cycle Share: a little over 60%
  – Setup TNS: 0 ns
  – Final hold vios: 0
  – Tightest Pin Transition: a little under 0.7 ns
  – Final Skew: between 0.004 and 0.005 ns
  – Peak Freq: between 500 and 600 MHz
  – Setup-failing EPs final: 0
  – Tmin final: 1.886 ns
  – Max_slew headroom: between 50% and 60%
  – RSZ-0062 raised after global routing: no

Final layout
  – Final Non-Filler Cells: ~350
  – Most frequent cells in the layout: dfxtp_1, nor2_1, clkdlybuf4s50_1
  – Layout cell share with drive strength beyond 1: 19.01%
  – Fin util: between 60% and 70%
  – Final Cell Area: around 3100 um2
  – Syn-to-layout area delta: 24.05%
  – Commonest Layout Cell: dfxtp_1

Clock network
  – Root Buffer: clkbuf_8
  – Post-CTS setup buffer count: 0
  – Hold-fix buffers, CTS: 0
  – Worst-path clk slew: 0.09 ns
  – Clk latency late pin: 0.30 ns
  – Htree depth: 2
  – CTS tree: yes
  – Total CTS buffers: 5
  – Cts repair resizes: 0
  – Clk buf depth: 2
  – Clk sink count: approximately 55

Setup path
  – Worst r2r path cells: 3
  – Reg2Reg Launch Point: state_q
  – Critical path class: input port to register
  – R2r setup slk: approximately 1.4 ns
  – Worst Path Max Fanout: 33
  – WP data arrival: 2.07 ns
  – Setup crit start kind: input port
  – Crit end category: register
  – FF-to-FF End: crc_q[3]
  – Worst Path Required: about 3.3 ns

Placement
  – Post-placement cell count: roughly 340
  – PortBufs: roughly 50
  – HPWL Detailed: 2717 um
  – Placed Area: 3004 um2
  – Gpl congestion: between 0.8 and 0.9

Outcome
  – Run status: finished, final reports clean

Hold path
  – WHS Endpoint: shreg_q[37]
  – Hold Path Depth: 2
  – Hold_sp: shreg_q[36]
  – Worst min-delay path class: register to register

Flow run
  – MaxCap Viol Count: 0
  – Tool warnings: 26
## worst max path at each step
stage | start | to | slack (ns) | depth (start not counted)
after CTS | en_i | shreg_q[14] | 1.19 | 5
after global routing | en_i | shreg_q[15] | 1.09 | 5
final | en_i | shreg_q[14] | 1.21 | 5
## final cells by class
class	instances	area, um2
Multi-Input combinational cell	167	1301
Inverter	1	3.754
Sequential cell	55	1102
Fill cell	438	1650
Tap cell	67	83.83
Clock buffer	8	100.1
Timing Repair Buffer	53	513.0
## registers in the layout (all words and copies together), names as in the netlist
register     count
shreg_q         40
crc_q            7
state_q          1
crc_valid_q      1
bit_cnt_q        6
## per-stage QoR
| stage | setup WS (ns) | hold WS [ns] | power, uW |
|---|---|---|---|
| after CTS | 1.189 | 0.5045 | 1415 |
| after global routing | 1.094 | 0.5278 | 1464 |
| after detailed placement | 0.8685 | 0.4807 | 994.2 |
| after global placement | 0.8825 | 0.4715 | 992.2 |
| after floorplan | 1.524 | 0.4499 | 922.7 |
| final | 1.214 | 0.4962 | 1395 |
## critical path, cell delays in order
cell and delay, ns:
buf_2 0.53, buf_4 0.36, mux2_2 0.36, mux2i_1 0.13, nor2_1 0.05
## power breakdown
part / internal [uW] / switching (uW) / total (uW)
sequential: 744 / 23.5 / 767
combinational: 129 / 78.6 / 207
clock: 204 / 216 / 420
total: 1080 / 318 / 1400
## cells by family after synthesis
group                    Yosys count  share of synthesized area (%)
multiplexers                      80                          33.95
AND/OR/NAND/NOR                   71                          13.25
flip-flops                        55                          44.00
buffers and inverters             19                          4.000
AND-OR/OR-AND                     11                          2.900
XOR/XNOR                           4                          1.400
adder cells (fa/ha/maj)            1                         0.4999
## cell usage after synthesis (all sizes together)
master / n / area share [%]
mux2: 39 / 18
nand4b: 1 / 0.35
nand2: 4 / 0.60
nand2b: 1 / 0.25
o22ai: 1 / 0.25
nor2: 49 / 7.4
mux2i: 41 / 16
or3: 1 / 0.25
a21oi: 6 / 1.2
nor3b: 6 / 1.8
o21ai: 1 / 0.20
nand3b: 1 / 0.30
o311ai: 1 / 0.35
dfxtp: 55 / 44
or4b: 1 / 0.40
xor2: 4 / 1.4
inv: 1 / 0.15
nor4b: 1 / 0.35
ha: 1 / 0.50
buf: 12 / 2.9
nor4: 1 / 0.25
a211oi: 1 / 0.50
clkbuf: 6 / 0.90
o211a: 1 / 0.40
nand4: 2 / 0.75
nor3: 3 / 0.60
## layer usage
layer | vias up | GRT usage [%]
met4 | 0 | 1.961
met3 | 5 | 3.361
li1 | 915 | -
met2 | 40 | 29.18
met1 | 832 | 24.39
met5 | - | 0
No activity file was given, so power comes from the tool's default toggle rates.
